==> /design/flow/run.sh <==
#!/bin/bash
# OpenROAD 26Q1-2900-gdf79404cd8, Yosys 0.63+post, stock flow scripts
make -C /OpenROAD-flow-scripts/flow DESIGN_CONFIG=/design/flow/config.mk WORK_HOME=/design/flow/orfs finish
==> /design/flow/config.mk <==
export PLATFORM = sky130hd
export DESIGN_NAME = pattern
export DESIGN_NICKNAME = pattern
export VERILOG_FILES = /design/flow/design.v
export SDC_FILE = /design/flow/constraint.sdc
export NUM_CORES = 4
export LEC_CHECK = 1
export CORE_AREA = 10 10 70 70
export DIE_AREA = 0 0 80 80
==> /design/flow/constraint.sdc <==
current_design pattern

set clk_period 1.4
set clk_io_pct 0.2

create_clock -name clk0 -period $clk_period [get_ports {clk}]

set non_clock_inputs [all_inputs -no_clocks]
set_input_delay [expr $clk_period * $clk_io_pct] -clock clk0 $non_clock_inputs
set_output_delay [expr $clk_period * $clk_io_pct] -clock clk0 [all_outputs]
==> /design/flow/design.v <==
`timescale 1ns / 1ps
module pattern(
    input clk, rst, din,
    output reg dout
    );
    parameter s0 = 0;
    parameter s1 = 1;
    parameter s2 = 2;
    parameter s3 = 3;
    reg [1:0] ps, ns;
    always@(posedge clk or posedge rst)
    begin
        if(rst)
            ps <= s0;
        else
            ps <= ns;    
    end
    always@(ps,din)
    begin
        case(ps)
           s0:begin
               dout = din? 0:0;
               ns = din? s1:s0;
           end
           s1:begin
               dout = din? 0:0;
               ns = din? s2:s1;
           end
           s2:begin
               dout = din? 0:0;
               ns = din? s3:s0;
           end
           s3:begin
               dout = din? 1:0;
               ns = din? s2:s1;
           end
        endcase       
    end
endmodule
==> results.txt <==
impl run done, here's what came out: Largest register FFs 4, Fmax 783 MHz, clock skew 10.3 ps, die height 80 um, Ports 4, Placed Cells 63, reg2reg start ps[3], gr usage total 1.25%, htree depth 1, largest net degree at the start of global routing 6, Top area cell types dfrtp_1, dfstp_2, and2_2, Filler cells 407, Worst R2R Path Depth 3, clock transition at the registers of the reported paths 40 ps, final wirelength 320 um, critical path data required time 1120 ps, Worst EP arrival 1000 ps, routed via count 118, clk buf depth 2, CTS tree done, area growth from synthesis to layout 84.9%, Synth Warn # 1, final routed DRC violation total 0, Overflow after GRT 0, Biggest register ps, WL/cell 4.71 um, register bit count reported by yosys 4, Crit. End Element primary output, # Cells Yosys 13, Least-Margin Pin Slew 157 ps, FF+latch area 101 um^2, combinational gate area 40.0 um^2, Chip Area, Yosys 149 um^2, outcome complete, no violations, FF-to-FF setup slack 530 ps, number of global-route vias before repair 139, Final Max Slew Viols 0, Cells after Synth 13, pwr/cell area 1160 mW/mm^2, DR iter-0 viols 2, worst-path fanout max 2, Max Cap Viol 0, hpwl dp 254 um, Num CTS Buffers 3, share of cells above drive strength 1 36.4%, Setup Viol. Count Final 0, row cnt 21, Synth Seq Share 68.1%, first-pass GRT wire length 579 um, distinct cell type count after synthesis 8, Post-Layout Cell Count 68, antenna violations before repair 0, DR pass1 iterations 2, chip area 0.00640 mm^2, VDD IR max 0.000155 V, clock period minus worst slack 1280 ps, Tcrit/Tclk final 91.2%, Area leader share 50.4%, drt via density 1.74, Largest regs ps: 4 flops, FF-to-FF End ps[2], worst setup margin 123 ps, worst skew pair latency 240 ps, most numerous logic cells after layout clkbuf_4, dfrtp_1, number of clock sinks 4, Inserted Diodes 0, Mapped Avg Cell Area 11.5 um^2, largest area contributor in the netlist dfrtp_1, RSZ-0062 raised after global routing no, warning total across the stage logs 25, Max-slew headroom 89.5%, startpoint types register, Place WS -219 ps, HP Class primary input to async pin, GPL Wtd Cong 0.560, core box area 0.00342 mm^2, Cell Area, Synth 149 um^2, floorplan utilization 4.36%, Port-buffer cells 3, Pleak 0.114 nW, setup TNS 0 ps, CTS Root Cell clkbuf_4, antenna-violating nets left 0, final hold vios 0, Chip Width 80 um, Setup CP Type register to primary output
==> logic make-up (layout without fill, tap and decap cells) <==
logic type,count (synthesis),after routing,synth area share [%]
compound gates,2,2,8.40
buf+inv,2,11,5.04
flops,4,4,68.1
simple gates,5,5,18.5
==> Yosys cell counts <==
cell,n
nor3_1,1
inv_1,2
nor2_1,2
dfrtp_1,3
dfstp_2,1
a21oi_1,1
o21a_1,1
and2_2,2
==> report_power, final <==
part           switching [mW]  internal, mW  total, mW
clock                  0.0497         0.107      0.157
combinational          0.0109        0.0162     0.0271
sequential            0.00574         0.129      0.135
total                  0.0664         0.252      0.319
==> layout make-up <==
class / count / share of cell area [%]
Clock buffer: 4 / 9.55
Inverter: 2 / 2.73
Multi-Input combinational cell: 7 / 14.5
Sequential cell: 4 / 36.8
Tap cell: 46 / 20.9
Timing Repair Buffer: 5 / 15.5
==> through the flow <==
step	util, %	area (um^2)	hold WS, ps	total power, mW
after global routing	8.06	275	240	0.342
after global placement	7.14	244	464	0.161
after floorplan	-	149	45.4	0.147
after detailed placement	7.14	244	475	0.163
after CTS	8.06	275	224	0.326
final	8.06	275	219	0.319
==> routing by layer <==
layer / GRT usage [%] / up-vias / wire length (um)
met3: 1.82 / 0 / 66
li1: - / 58 / -
met1: 1.27 / 53 / 131
met2: 1.28 / 7 / 123
met5: 0 / - / 0
met4: 0.528 / 0 / 0
==> worst max-delay path by stage <==
| stage | startpoint | end | slack (ps) | cells past startpoint |
|---|---|---|---|---|
| 5_1_grt | ps[3] | dout | 80 | 2 |
| 4_1_cts | ps[3] | dout | 110 | 2 |
| 6_report | ps[3] | dout | 120 | 2 |
==> timing repair <==
item,CTS,global route
gates resized,2,0
hold buffers,0,0
setup endpoints to repair,1,0
setup buffers,1,0
==> critical path: stages (launching register included) <==
cell	delay, ps
dfrtp_1	370
and2_2	160
dlygate4sd2_1	230
Power and IR drop assume default switching activity.
