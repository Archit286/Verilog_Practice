File: ./run.sh
#!/bin/bash
# OpenROAD 26Q1-2900-gdf79404cd8, Yosys 0.63+post, stock flow scripts
make -C /OpenROAD-flow-scripts/flow DESIGN_CONFIG=/design/flow/config.mk WORK_HOME=/design/flow/orfs finish
File: ./config.mk
export PLATFORM = sky130hd
export DESIGN_NAME = PEncoder
export DESIGN_NICKNAME = PEncoder
export VERILOG_FILES = /design/flow/design.v
export SDC_FILE = /design/flow/constraint.sdc
export NUM_CORES = 4
export LEC_CHECK = 1
export CORE_AREA = 10 10 70 70
export DIE_AREA = 0 0 80 80
File: ./constraint.sdc
current_design PEncoder

set clk_period 1.0
set clk_io_pct 0.2

create_clock -name clk0 -period $clk_period

set non_clock_inputs [all_inputs -no_clocks]
set_input_delay [expr $clk_period * $clk_io_pct] -clock clk0 $non_clock_inputs
set_output_delay [expr $clk_period * $clk_io_pct] -clock clk0 [all_outputs]
File: ./design.v
`timescale 1ns / 1ps
module PEncoder(
    input [7:0]  a,
    output reg [2:0] y,
    output reg d
    );
always@(*) begin
casex(a)
8'b10000000: 
begin
d = 1;
y = 0;
end
8'bx1000000: 
begin
d = 1;
y = 1;
end
8'bxx100000: 
begin
d = 1;
y = 2;
end
8'bxxx10000: 
begin
d = 1;
y = 3;
end
8'bxxxx1000: 
begin
d = 1;
y = 4;
end
8'bxxxxx100: 
begin
d = 1;
y = 5;
end
8'bxxxxxx10: 
begin
d = 1;
y = 6;
end
8'bxxxxxxx1: 
begin
d = 1;
y = 7;
end
default: 
begin
d = 0;
y =0;
end
endcase
end
endmodule
==> run notes <==
yosys + openroad results -> status finished clean, YS chip area 66.31 sq um, total tool warning count 32, Int Power 41.15 uW, I/O Buffers 12, area grow syn2layout 284.9%, highest-count logic cell in the final layout buf_4, # Max-Cap Violations 0, Initial Util 1.941%, share of cells above drive strength 1 76.92%, gr ovfl total 0, warnings from Yosys 1, Rows 21, die area 6400 sq um, via count 145, mean post-synth cell area 5.526 sq um, final worst setup slack 0.05359 ns, number of clock-tree buffers in the layout 0, f_max 1057 MHz, largest net degree at the start of global routing 4, maximum vdd drop 0.00002453 V, most frequent cells in the layout buf_4 (5), buf_2 (4), combinational share of power 100.0%, net load switching power 29.96 uW, Post-Syn Area 66.31 sq um, Sequential Power Share 0%, die height 80 microns, P per Cell Area 278.6 nW/um^2, CTS Hold Bufs 0, initial DRC count 1, startpoint types input port, flop count 0, worst setup path class in2out, WL final 416 microns, WL/cell 5.778 microns, fin crit share 94.64%, yosys cell count 12, Core Region 3416 sq um, Residual DRC 0, finished layout cell area 255.2 sq um, die width 80 microns, Final Hold Viols 0, fin crit period 0.9464 ns, pin slew with the least headroom to its limit 0.1677 ns, Storage cell area 0 sq um, fin. max-slew vios 0, Crit Path Max Fanout 2, Detailed Place HPWL 324.6 microns, Cell variety after synth 9, Placed Area 251.5 sq um, vias in the first global route 126, Post-synth seq share 0%, Ports 12, clock share of power 0%, Power Total 71.11 uW, Hold Crit Class in2out, Rel. slew slack 88.72%, antenna violations before repair 0, CP required 0.80 ns, Detailed Routing Iterations Pass 1 3, Sw Share 42.13%, ant diodes 0, Routed Antenna Nets 0, Final setup viols 0, first-pass GRT wire length 558 microns, Mapped Cells 12, Critical Path End Type output pin, gr usage total 1.016%, RSZ-0062 raised after global routing false, via/cell ratio 2.014, leakage 0.08620 nW, dpl ws -0.6398 ns, gpl congestion 0.7634, WP data arrival 0.75 ns
==> power groups by stage <==
stage         Clock [mW]  Sequential, mW  Combinational (mW)
CTS                    0               0              0.0726
finish                 0               0              0.0711
global route           0               0              0.0766
==> metrics by stage <==
stage          hold WS (ns)  setup TNS (ns)  util [%]  std cells
2_1_floorplan        0.4327               0         -         12
3_3_place_gp          1.395          -2.410     7.363         71
3_5_place_dp          1.398          -2.488     7.363         71
4_1_cts              0.6627               0     7.619         73
5_1_grt              0.6733               0     7.473         72
6_report             0.6630               0     7.473         72
==> logic make-up after synthesis <==
| family | count (synthesis) | synth area share [%] |
|---|---|---|
| buf+inv | 2 | 11.31 |
| compound gates | 4 | 50.94 |
| simple gates | 6 | 37.73 |
==> final timing paths <==
kind | slack (ns) | to | cells after the start | from
min | 0.66 | y[1] | 3 | a[2]
max | 0.05 | d | 5 | a[0]
==> Yosys cell counts (all sizes together) <==
cell type	count	share of area [%]
nor2	4	23
a21oi	2	21
o31ai	2	30
clkinv	1	5.7
inv	1	5.7
nand2	1	5.7
nand4	1	9.4
==> timing repair <==
action | 4_1_cts | 5_1_grt
pin swaps | 7 | 1
resized | 48 | 1
setup endpoints to repair | 4 | 1
buffers inserted | 3 | 0
==> layer usage <==
| layer | up-vias | routed length, microns | GRT usage [%] |
|---|---|---|---|
| met5 | - | 0 | 0 |
| met2 | 12 | 112 | 1.364 |
| met3 | 0 | 86 | 0.5682 |
| met4 | 0 | 0 | 0 |
| met1 | 61 | 217 | 1.450 |
| li1 | 72 | - | - |
==> area by class of cell <==
type                            count  area [sq um]
Fill cell                         411          3161
Timing Repair Buffer               14         108.9
Multi-Input combinational cell     10         80.08
Inverter                            2         8.758
Tap cell                           46         57.56
==> critical path, cell delays in order <==
cell and delay [ns]:
buf_4 0.12, nor2_4 0.10, buf_4 0.11, nand4_1 0.08, buf_2 0.12
Power and IR drop assume default switching activity.
